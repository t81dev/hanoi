<file path="config.mk">
export PLATFORM = sky130hd
export DESIGN_NAME = hanoivm_fsm
export DESIGN_NICKNAME = hanoivm_fsm
export VERILOG_FILES = /design/flow/design.v
export SDC_FILE = /design/flow/constraint.sdc
export NUM_CORES = 4
export LEC_CHECK = 1
export CORE_UTILIZATION = 30
export SYNTH_HDL_FRONTEND = slang
</file>
<file path="constraint.sdc">
current_design hanoivm_fsm

set clk_period 764.6
set clk_io_pct 0.2

create_clock -name clk0 -period $clk_period [get_ports {clk}]

set non_clock_inputs [all_inputs -no_clocks]
set_input_delay [expr $clk_period * $clk_io_pct] -clock clk0 $non_clock_inputs
set_output_delay [expr $clk_period * $clk_io_pct] -clock clk0 [all_outputs]
</file>
<file path="design.v">
module hanoivm_fsm (
    input clk,
    input rst,
    input [7:0] opcode_in,
    input [161:0] operand_in,  
    input valid,
    output reg ready,
    output reg [161:0] result_out,  
    output reg done,
    output reg [4:0] error  
);
    reg [161:0] stack [0:15];
    reg [3:0] sp;  
    typedef enum logic [2:0] {
        IDLE = 3'd0,
        FETCH = 3'd1,
        EXECUTE = 3'd2,
        WRITEBACK = 3'd3,
        DONE = 3'd4
    } state_t;
    state_t state;
    reg [7:0] opcode_reg;
    reg [161:0] operand_reg;
    reg [161:0] temp_result;
    localparam TRIT_ZERO = 2'b00, TRIT_ONE = 2'b01, TRIT_NEGONE = 2'b10;
    localparam TRIT_WIDTH = 2;
    localparam TRIT_COUNT = 81;
    localparam ERROR_NONE = 5'h00;
    localparam ERROR_STACK_OVERFLOW = 5'h04;   
    localparam ERROR_STACK_UNDERFLOW = 5'h08;  
    localparam ERROR_INVALID_OPCODE = 5'h10;   
    function automatic [TRIT_WIDTH-1:0] ternary_add(
        input [TRIT_WIDTH-1:0] a, b, 
        input [TRIT_WIDTH-1:0] carry_in, 
        output [TRIT_WIDTH-1:0] carry_out
    );
        reg [2:0] a_val, b_val, sum;
        a_val = (a == TRIT_NEGONE) ? -1 : (a == TRIT_ONE) ? 1 : 0;
        b_val = (b == TRIT_NEGONE) ? -1 : (b == TRIT_ONE) ? 1 : 0;
        sum = a_val + b_val + ((carry_in == TRIT_NEGONE) ? -1 : (carry_in == TRIT_ONE) ? 1 : 0);
        carry_out = TRIT_ZERO;
        if (sum < -1) begin
            carry_out = TRIT_NEGONE;
            sum = sum + 3;
        end else if (sum > 1) begin
            carry_out = TRIT_ONE;
            sum = sum - 3;
        end
        return (sum == -1) ? TRIT_NEGONE : (sum == 1) ? TRIT_ONE : TRIT_ZERO;
    endfunction
    function automatic [TRIT_WIDTH-1:0] ternary_not(input [TRIT_WIDTH-1:0] a);
        return (a == TRIT_NEGONE) ? TRIT_ONE : (a == TRIT_ONE) ? TRIT_NEGONE : TRIT_ZERO;
    endfunction
    function automatic [TRIT_WIDTH-1:0] ternary_and(input [TRIT_WIDTH-1:0] a, b);
        reg [2:0] a_val, b_val;
        a_val = (a == TRIT_NEGONE) ? -1 : (a == TRIT_ONE) ? 1 : 0;
        b_val = (b == TRIT_NEGONE) ? -1 : (b == TRIT_ONE) ? 1 : 0;
        return (a_val < b_val) ? a : b;
    endfunction
    function automatic [161:0] ternary_sha3(input [161:0] input_trits);
        reg [161:0] output_trits;
        for (int i = 0; i < TRIT_COUNT; i++) begin
            output_trits[i*TRIT_WIDTH +: TRIT_WIDTH] = input_trits[((i + 1) % TRIT_COUNT)*TRIT_WIDTH +: TRIT_WIDTH];
        end
        return output_trits;
    endfunction
    always @(posedge clk or posedge rst) begin
        if (rst) begin
            state <= IDLE;
            sp <= 0;
            ready <= 1;
            done <= 0;
            error <= ERROR_NONE;
            for (int i = 0; i < 16; i++) stack[i] <= 0;
        end else begin
            case (state)
                IDLE: begin
                    if (valid) begin
                        opcode_reg <= opcode_in;
                        operand_reg <= operand_in;
                        state <= FETCH;
                        ready <= 0;
                        error <= ERROR_NONE;
                    end
                end
                FETCH: begin
                    state <= EXECUTE;
                end
                EXECUTE: begin
                    temp_result <= 0;
                    case (opcode_reg)
                        8'h00: begin  
                            temp_result <= 0;
                        end
                        8'h01: begin  
                            if (sp < 16) begin
                                stack[sp] <= operand_reg;
                                sp <= sp + 1;
                                temp_result <= operand_reg;
                            end else begin
                                error <= ERROR_STACK_OVERFLOW;
                            end
                        end
                        8'h02: begin  
                            if (sp > 0) begin
                                sp <= sp - 1;
                                temp_result <= stack[sp - 1];
                            end else begin
                                error <= ERROR_STACK_UNDERFLOW;
                            end
                        end
                        8'h03: begin  
                            if (sp >= 2) begin
                                reg [TRIT_WIDTH-1:0] carry = TRIT_ZERO;
                                for (int i = 0; i < TRIT_COUNT; i++) begin
                                    temp_result[i*TRIT_WIDTH +: TRIT_WIDTH] <= ternary_add(
                                        stack[sp-1][i*TRIT_WIDTH +: TRIT_WIDTH],
                                        stack[sp-2][i*TRIT_WIDTH +: TRIT_WIDTH],
                                        carry, carry
                                    );
                                end
                                sp <= sp - 1;
                                stack[sp-2] <= temp_result;
                            end else begin
                                error <= ERROR_STACK_UNDERFLOW;
                            end
                        end
                        8'h04: begin  
                            if (sp >= 1) begin
                                for (int i = 0; i < TRIT_COUNT; i++) begin
                                    temp_result[i*TRIT_WIDTH +: TRIT_WIDTH] <= ternary_not(
                                        stack[sp-1][i*TRIT_WIDTH +: TRIT_WIDTH]
                                    );
                                end
                                stack[sp-1] <= temp_result;
                            end else begin
                                error <= ERROR_STACK_UNDERFLOW;
                            end
                        end
                        8'h05: begin  
                            if (sp >= 2) begin
                                for (int i = 0; i < TRIT_COUNT; i++) begin
                                    temp_result[i*TRIT_WIDTH +: TRIT_WIDTH] <= ternary_and(
                                        stack[sp-1][i*TRIT_WIDTH +: TRIT_WIDTH],
                                        stack[sp-2][i*TRIT_WIDTH +: TRIT_WIDTH]
                                    );
                                end
                                sp <= sp - 1;
                                stack[sp-2] <= temp_result;
                            end else begin
                                error <= ERROR_STACK_UNDERFLOW;
                            end
                        end
                        8'h06: begin  
                            temp_result <= ternary_sha3(operand_reg);
                        end
                        default: begin
                            error <= ERROR_INVALID_OPCODE;
                            temp_result <= 0;
                        end
                    endcase
                    state <= WRITEBACK;
                end
                WRITEBACK: begin
                    result_out <= temp_result;
                    done <= 1;
                    state <= DONE;
                end
                DONE: begin
                    done <= 0;
                    ready <= 1;
                    state <= IDLE;
                end
            endcase
        end
    end
endmodule
</file>
<file path="run.sh">
#!/bin/bash
# OpenROAD 26Q1-2900-gdf79404cd8, Yosys 0.63+post, stock flow scripts
make -C /OpenROAD-flow-scripts/flow DESIGN_CONFIG=/design/flow/config.mk WORK_HOME=/design/flow/orfs finish
</file>
==> run notes <==
flow finished, numbers: status=finished, final reports clean, drt first pass iters=14, Crit Path Max Fanout=roughly 63, vias in the first global route=198223, CTS sink count=between 3000 and 4000, RePlAce Congestion=slightly below 1, Netlist Area Pre-Place=slightly above 200000 sq um, Min-Delay Path Class=flip-flop to flip-flop, fraction of layout cells with a size suffix above 1=0.175, Worst Hold Path EP=state[2]$_DFF_PP0_, Detailed Route WL=around 1100 mm, hpwl dp=between 600 and 700 mm, CP Launch Type=primary input, Synth async-reset ratio=0.840, post-route ant nets=0, Hold WS=355 ps, initial antenna violation count=a little over 80, sequential fraction of the synthesis area=0.390, synth-to-layout area growth=13.0%, worst rel slew slack=0.198, chip width=~830 microns, final worst-path cycle share=0.206, combinational power share=0.011, DR vias/cell=roughly 7.3, CTS tree=yes, clock skew=98.3 ps, TritonCTS buffer count=381, Clk pwr share=0.535, hold_buf cts=0, ys flop type=dfrtp_1, main area contributors=dfrtp_1 (32%), mux4_2 (15%), edfxtp_1 (7.2%), o2bb2ai_1 (5.7%), a22oi_1 (5.2%), die height=approximately 830 microns, share of total power in sequential cells=0.454, Pint=between 0.2 and 0.3 mW, Final Hold Viols=0, htree depth=5, final critical-path required period=157890 ps, drt first-iter violations=between 20000 and 30000, yosys stat area=between 200000 and 250000 sq um, Slew Limit Fails=0, reg2reg path depth=about 350, Sw Pwr=slightly below 0.09 mW, Setup Crit Path Kind=primary input to asynchronous set/reset pin, area leader, netlist=dfrtp_1, Core ar.=between 600000 and 700000 sq um, wire length per cell=~41 microns, Sw Ratio=0.237, num ports=roughly 340, Max-cap violations=0, Filler cells=65814, Synth warnings=0, Reg clk slew, reported paths=around 60 ps, Req. time, crit path=~770000 ps, Slew @ Worst Pin=about 1200 ps, Tot GR Track Use=0.328, die footprint=approximately 690000 sq um, Crit path arrival time=between 150000 and 200000 ps, Remaining Overflow, GRT=0, reg2reg end=temp_result[160]$_DFFE_PP_, Top-area cell share=0.318, synthesized instance count=roughly 19000, Hold Crit Start=state[3]$_DFF_PP0_, FF-to-FF Start=sp[1]$_DFFE_PP0P_, global-route wire length before repair=1550 mm, post-route DRC violation count=0, setup bufs post-CTS=0, root buf cell=clkbuf_16, worst vdd ir=0.00197 mV, Power Density=between 1.5 and 2 nW/um^2, clock tree buffer depth=4, endpoints failing setup=0, # rows=303, routed vias=roughly 200k, RSZ-0062 raised after global routing=false, setup TNS=0 ps, Worst R2R Setup Slack=between 600000 and 700000 ps, Cell Type Count=a little under 90, count of tool warnings=218, Synth Register Bits=3100, Late-Pin Clk Latency=1140 ps, I/O Buffers=338, Max Fclk=approximately 0.0063 GHz, Hold Crit Depth=0, syn_area_per_cell=approximately 11 sq um, PostCTS Resize Cnt=0, pin count of the biggest net entering global routing=121, Pre-Place Util=0.301, Synth top cells by count=dfrtp_1 (2603), nand2_1 (1868), clkbuf_1 (1862), a22oi_1 (1424), mux4_2 (1376), top-count cell post-synth=dfrtp_1, yosys cell count=between 15000 and 20000, CP Capture Type=asynchronous set/reset pin, EDFF count, synth=~500, Pleak=81.8 nW
## power by group through the flow
stage         logic, mW  registers, mW  clock network (mW)
CTS             0.00424          0.167               0.197
global route    0.00465          0.167               0.203
finish          0.00413          0.167               0.197
## cell type report
type                       instances  area (sq um)  area share
multi-input combinational      12832        113000       0.490
sequential                      3100         80100       0.345
timing repair buffer            1295         11300      0.0487
tap                             8997         11300      0.0486
clock buffer                     552         11100      0.0480
inverter                         550          2080     0.00897
clock inverter                   155          2050     0.00885
antenna                          149           373     0.00161
## logic make-up after synthesis
kind of cell	Yosys count	share of synthesized area
buf+inv	3144	0.0605
compound gates	7427	0.273
other cells	1	0.0000183
flops	3100	0.390
xor+xnor	10	0.000427
fa+ha+maj	647	0.0455
simple gates	3029	0.0613
mux	1716	0.168
## metal layers
layer	routed length, microns	share of wire	GRT usage
met1	355000	0.32	0.353
met2	429000	0.38	0.415
met3	232000	0.21	0.279
met4	99900	0.089	0.221
met5	5660	0.0050	0.0922
## worst max-delay path by stage
stage	from	end	slack, ps	cells past startpoint
global route	rst	asynchronous set/reset pin	606120	9
CTS	rst	asynchronous set/reset pin	606760	9
finish	rst	asynchronous set/reset pin	606710	9
## worst max-delay path, cell delays in order
cell and delay (ps):
clkdlybuf4s50_1 990, inv_8 690, buf_4 680, buf_4 610, buf_4 610, buf_4 520, buf_4 630, buf_4 610
buf_4 570
## through the flow
stage	cells	util	instance area, sq um	setup slack, ps	total power [mW]
finish	27630	0.340	232000	606710	0.369
global route	27508	0.340	231000	606120	0.375
CTS	27481	0.340	231000	606760	0.369
detailed placement	26774	0.320	218000	605620	0.175
global placement	26774	0.320	218000	605610	0.175
floorplan	19076	-	205000	538030	0.173
## layout by cell type (no fill, tap or decap), types with 325 or more instances in the layout
cell	n
a222oi_1	386
dfrtp_1	2601
o2bb2ai_1	1336
nand2_1	1857
nor2_1	716
a21oi_1	1134
a221oi_1	443
a32oi_1	325
inv_1	546
a221o_1	328
clkbuf_16	393
a22o_1	668
buf_4	899
mux4_2	1376
o21ai_0	887
ha_1	480
a22oi_1	1424
edfxtp_1	495
clkdlybuf4s50_1	338
No activity file was given, so power comes from the tool's default toggle rates.
